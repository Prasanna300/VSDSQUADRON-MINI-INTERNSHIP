$ cat config.mk
export PLATFORM = sky130hd
export DESIGN_NAME = prasanna_rv32i
export DESIGN_NICKNAME = prasanna_rv32i
export VERILOG_FILES = /design/flow/design.v
export SDC_FILE = /design/flow/constraint.sdc
export NUM_CORES = 4
export LEC_CHECK = 1
export CORE_UTILIZATION = 50
$ cat constraint.sdc
current_design prasanna_rv32i

set clk_period 25.4
set clk_io_pct 0.2

create_clock -name clk0 -period $clk_period [get_ports {RN}]
create_clock -name clk1 -period $clk_period [get_ports {clk}]

set non_clock_inputs [all_inputs -no_clocks]
set_input_delay [expr $clk_period * $clk_io_pct] -clock clk0 $non_clock_inputs
set_output_delay [expr $clk_period * $clk_io_pct] -clock clk0 [all_outputs]
$ cat design.v
module prasanna_rv32i(clk,RN,NPC,WB_OUT);
input clk;
input RN;
integer k;
wire  EX_MEM_COND ;
reg 
BR_EN;
reg[31:0] 
IF_ID_IR,
IF_ID_NPC;                                
reg[31:0] 
ID_EX_A,
ID_EX_B,
ID_EX_RD,
ID_EX_IMMEDIATE,
ID_EX_IR,ID_EX_NPC;      
reg[31:0] 
EX_MEM_ALUOUT,
EX_MEM_B,EX_MEM_IR;                        
parameter 
ADD=3'd0,
SUB=3'd1,
AND=3'd2,
OR=3'd3,
XOR=3'd4,
SLT=3'd5,
ADDI=3'd0,
SUBI=3'd1,
ANDI=3'd2,
ORI=3'd3,
XORI=3'd4,
LW=3'd0,
SW=3'd1,
BEQ=3'd0,
BNE=3'd1,
SLL=3'd0,
SRL=3'd1;
parameter 
AR_TYPE=7'd0,
M_TYPE=7'd1,
BR_TYPE=7'd2,
SH_TYPE=7'd3;
reg[31:0] 
MEM_WB_IR,
MEM_WB_ALUOUT,
MEM_WB_LDM;                      
output reg [31:0]WB_OUT,NPC;
reg [31:0]REG[0:31];                                               
reg [31:0]MEM[0:31];                                             
reg [31:0]DM[0:31];   
always @(posedge clk or posedge RN) begin
    if(RN) begin
    NPC<= 32'd0;
    BR_EN<= 1'd0; 
    REG[0] <= 32'h00000000;
    REG[1] <= 32'd1;
    REG[2] <= 32'd2;
    REG[3] <= 32'd3;
    REG[4] <= 32'd4;
    REG[5] <= 32'd5;
    REG[6] <= 32'd6;
    end
    else begin
    NPC <= BR_EN ? EX_MEM_ALUOUT : NPC +32'd1;
    BR_EN <= 1'd0;
    IF_ID_IR <=MEM[NPC];
    IF_ID_NPC <=NPC+32'd1;
    end
end
always @(posedge RN) begin
MEM[0] <= 32'h02208300;          
MEM[1] <= 32'h02209380;          
MEM[2] <= 32'h0230a400;          
MEM[3] <= 32'h02513480;          
MEM[4] <= 32'h0240c500;          
MEM[5] <= 32'h02415580;          
MEM[6] <= 32'h00520600;          
MEM[7] <= 32'h00209181;          
MEM[8] <= 32'h00208681;          
MEM[9] <= 32'h00f00002;          
MEM[25] <= 32'h00210700;          
end
always @(posedge clk) begin
ID_EX_A <= REG[IF_ID_IR[19:15]];
ID_EX_B <= REG[IF_ID_IR[24:20]];
ID_EX_RD <= REG[IF_ID_IR[11:7]];
ID_EX_IR <= IF_ID_IR;
ID_EX_IMMEDIATE <= {{20{IF_ID_IR[31]}},IF_ID_IR[31:20]};
ID_EX_NPC<=IF_ID_NPC;
end
always@(posedge clk) begin
EX_MEM_IR <=  ID_EX_IR;
case(ID_EX_IR[6:0])
AR_TYPE:begin
    if(ID_EX_IR[31:25]== 7'd1)begin
    case(ID_EX_IR[14:12])
    ADD:EX_MEM_ALUOUT <= ID_EX_A + ID_EX_B;
    SUB:EX_MEM_ALUOUT <= ID_EX_A - ID_EX_B;
    AND:EX_MEM_ALUOUT <= ID_EX_A & ID_EX_B;
    OR :EX_MEM_ALUOUT <= ID_EX_A | ID_EX_B;
    XOR:EX_MEM_ALUOUT <= ID_EX_A ^ ID_EX_B;
    SLT:EX_MEM_ALUOUT <= (ID_EX_A < ID_EX_B) ? 32'd1 : 32'd0;
    endcase
    end
    else begin
        case(ID_EX_IR[14:12])
        ADDI:EX_MEM_ALUOUT <= ID_EX_A + ID_EX_IMMEDIATE;
        SUBI:EX_MEM_ALUOUT <= ID_EX_A - ID_EX_IMMEDIATE;
        ANDI:EX_MEM_ALUOUT <= ID_EX_A & ID_EX_B;
        ORI:EX_MEM_ALUOUT  <= ID_EX_A | ID_EX_B;
        XORI:EX_MEM_ALUOUT <= ID_EX_A ^ ID_EX_B;
        endcase
    end
end
M_TYPE:begin
    case(ID_EX_IR[14:12])
    LW  :EX_MEM_ALUOUT <= ID_EX_A + ID_EX_IMMEDIATE;
    SW  :EX_MEM_ALUOUT <= ID_EX_IR[24:20] + ID_EX_IR[19:15];
    endcase
end
BR_TYPE:begin
    case(ID_EX_IR[14:12])
    BEQ:begin 
    EX_MEM_ALUOUT <= ID_EX_NPC+ID_EX_IMMEDIATE;
    BR_EN <= 1'd1 ? (ID_EX_IR[19:15] == ID_EX_IR[11:7]) : 1'd0;
end
BNE:begin 
    EX_MEM_ALUOUT <= ID_EX_NPC+ID_EX_IMMEDIATE;
    BR_EN <= (ID_EX_IR[19:15] != ID_EX_IR[11:7]) ? 1'd1 : 1'd0;
end
endcase
end
SH_TYPE:begin
case(ID_EX_IR[14:12])
SLL:EX_MEM_ALUOUT <= ID_EX_A << ID_EX_B;
SRL:EX_MEM_ALUOUT <= ID_EX_A >> ID_EX_B;
endcase
end
endcase
end
always@(posedge clk) begin
MEM_WB_IR <= EX_MEM_IR;
case(EX_MEM_IR[6:0])
AR_TYPE:MEM_WB_ALUOUT <=  EX_MEM_ALUOUT;
SH_TYPE:MEM_WB_ALUOUT <=  EX_MEM_ALUOUT;
M_TYPE:begin
case(EX_MEM_IR[14:12])
LW:MEM_WB_LDM <= DM[EX_MEM_ALUOUT];
SW:DM[EX_MEM_ALUOUT]<=REG[EX_MEM_IR[11:7]];
endcase
end
endcase
end
always@(posedge clk) begin
case(MEM_WB_IR[6:0])
AR_TYPE:begin 
WB_OUT<=MEM_WB_ALUOUT;
REG[MEM_WB_IR[11:7]]<=MEM_WB_ALUOUT;
end
SH_TYPE:begin
WB_OUT<=MEM_WB_ALUOUT;
REG[MEM_WB_IR[11:7]]<=MEM_WB_ALUOUT;
end
M_TYPE:begin
case(MEM_WB_IR[14:12])
LW:begin
WB_OUT<=MEM_WB_LDM;
REG[MEM_WB_IR[11:7]]<=MEM_WB_LDM;
end
endcase
end
endcase
end
endmodule
$ cat run.sh
#!/bin/bash
# OpenROAD 26Q1-2900-gdf79404cd8, Yosys 0.63+post, stock flow scripts
make -C /OpenROAD-flow-scripts/flow DESIGN_CONFIG=/design/flow/config.mk WORK_HOME=/design/flow/orfs finish
==> out/qor.yml <==
cells_and_area:
  instances_no_fill: 7092
  flop_area_um2: 48100
  stdcell_area_um2: 82700
  area_growth_pct: 13.0
  fillers: 11100
  logic_area_um2: 23700
  drive_above_1_share: 0.177
flow_run:
  cap_viol_max_count: 0
  tool_warnings: 179
place:
  finalWeightedCongestion: 1.06
  place_hpwl_mm: 147
  dpl-instance-area_um2: 76700
  dpl.cell_count: 6688
  port-buffer-count: 64
synthesis:
  synth_flops: 1650
  synth_top_area_share: 0.610
  ys_cells: 4855
  ff_type: "edfxtp_1"
  syn_avg_cell_area_um2: 15.1
  synth-edff-count: 1488
  top_area_cell: "edfxtp_1"
  synth_cell_types: 105
  syn-cell-area_um2: 73300
  synth_seq_share: 0.656
  synthArstFlopShare: 0.0194
  top_cell: "edfxtp_1"
  ys_area_um2: 73300
  ys_warn_count: 1125
  syn_inst: 4855
  synthTopCellsByArea: "edfxtp_1 61%, mux4_2 8.9%, dfxtp_1 3.6%, a22oi_1 2.2%, ha_1 2.0%"
  top_cells_by_count: "1,488 x edfxtp_1, 292 x nor2_1, 288 x mux4_2"
floorplanning:
  die_w_um: 385
  fp-utilization: 0.503
  core_um2: 146000
  rows: 140
  pin_count: 66
  fp.dieArea_um2: 148000
  die_h_um: 385
drt:
  avgRoutedWirePerCell_um: 33.7
  drc: 0
  wl_mm: 239
  drtAntennaViolNets: 0
  vias_per_cell: 6.66
  num_vias: 47200
  drtIter0Drc: 4413
  insertedDiodeCount: 0
  dr.pass1.iters: 8
power:
  p_total_uw: 5550
  powerDensity_nw_per_um2: 67.0
  ir_drop_uv: 60.6
  power.leakage_uw: 0.0293
clocking:
  cts_tree: "built"
  clk_pin_slew_ns: 0.06
  postCtsHoldBufs: 0
  cts.repair.resized: 0
  cts_setup_buffers: 0
setup_path:
  crit_type: "clock port to register"
  required_ns: 25.90
  worst_setup_path_start_kind: "clock port"
  critPathMaxFanout: 10
  cp-end-kind: "register"
  crit_arrival_ns: 13.11
min_path:
  hold_class: "clock port to register"
outcome:
  status: "finished, violations left"
  failed_checks: "negative hold slack"
timing:
  hold_violations: 48
  tightestPinTransition_ns: 0.982
  finalSetupViolations: 0
  whs_ns: -0.234
  tns_ns: 0
  finalMaxSlewViolations: 0
  final.setup_skew_ns: 0.0584
  relSlewSlack: 0.343
  rsz0062_at_grt: "no"
global_routing:
  grt_max_degree: 66
  grt_pass1_vias: 48600
  track_usage: 0.361
  grt_pass1_wl_mm: 341
  grt-ovfl-total: 0
  antenna_found_initial: 7
-- routing by layer --
layer,wire length [um],vias to the layer above,track usage
li1,-,20000,-
met1,85100,23300,0.519
met2,101000,3487,0.459
met3,44200,494,0.272
met4,8690,25,0.105
met5,425,-,0.0211
-- through the flow --
step	util	worst slack [ns]
final	0.568	12.78
after global placement	0.527	10.67
after CTS	0.568	12.82
after global routing	0.568	12.78
after floorplan	-	10.67
after detailed placement	0.527	10.67
-- worst max-delay path, cell delays in order --
cell	delay, ns
clkbuf_16	0.17
clkbuf_16	0.18
inv_1	0.06
-- cells by family after synthesis --
logic type / count (synthesis) / share of synthesized area
simple gates: 990 / 0.0664
mux: 405 / 0.105
fa+ha+maj: 126 / 0.0221
buf+inv: 474 / 0.0267
flops: 1650 / 0.656
xor+xnor: 112 / 0.0134
compound gates: 1098 / 0.110
-- area by class of cell --
type | count | share of cell area
clock buffer | 232 | 0.0580
sequential | 1650 | 0.581
multi-input combinational | 2731 | 0.286
clock inverter | 173 | 0.0147
inverter | 133 | 0.00603
timing repair buffer | 256 | 0.0252
tap | 1917 | 0.0290
-- sequential cells by signal, indices dropped and copies added (netlist names) --
register         count
EX_MEM_IR            9
ID_EX_IMMEDIATE      5
ID_EX_IR            11
ID_EX_A             32
EX_MEM_ALUOUT       32
WB_OUT              32
MEM_WB_LDM          32
ID_EX_NPC           32
REG                288
MEM_WB_IR            9
MEM_WB_ALUOUT       32
ID_EX_B             32
DM                1024
NPC                 32
IF_ID_IR            16
IF_ID_NPC           32
-- final timing paths --
check                             startpoint                 end  slack (ns)  cells after the start
worst max-delay path                      RN        IF_ID_IR[20]       12.78                      3
worst min-delay path                      RN        IF_ID_IR[13]       -0.23                      3
worst max register to register    ID_EX_A[6]    EX_MEM_ALUOUT[0]       20.57                     12
worst min register to register  IF_ID_IR[25]  ID_EX_IMMEDIATE[5]        0.32                      0
max in group asynchronous                 RN             NPC[11]       13.28                      3
max in group clk0                     NPC[2]              NPC[2]       18.22                      1
min in group clk0                  WB_OUT[6]           WB_OUT[6]        6.62                      1
min in group asynchronous                 RN             NPC[18]       12.00                      3
-- cells in the final DEF (no fill, tap or decap), types with 56 or more instances in the layout --
cell type        count
edfxtp_1          1488
mux4_2             288
nor2_1             241
a22oi_1            218
inv_1              211
a21oi_1            192
buf_4              192
clkbuf_16          181
nand2_1            179
nand3_1            137
dfxtp_1            125
o21ai_0            122
ha_1               119
xnor2_1             87
a221oi_1            86
nor3_1              70
mux2i_1             69
nand4_1             67
a22o_1              65
clkdlybuf4s50_1     64
a222oi_1            61
a211oi_1            56
-- power breakdown --
part	internal, uW	total, uW	leakage, uW	switching, uW
combinational	0	0.00729	0.00729	0
clock	1460	2610	0.00323	1160
sequential	2930	2930	0.0188	0
Power is estimated from default activity; no workload was simulated.
